**/design/flow/run.sh**
```bash
#!/bin/bash
# OpenROAD 26Q1-2900-gdf79404cd8, Yosys 0.63+post, stock flow scripts
make -C /OpenROAD-flow-scripts/flow DESIGN_CONFIG=/design/flow/config.mk WORK_HOME=/design/flow/orfs finish
```
**/design/flow/constraint.sdc**
```tcl
current_design AUDIO_IF

set clk_period 3.1
set clk_io_pct 0.2

create_clock -name clk0 -period $clk_period [get_ports {clk}]

set non_clock_inputs [all_inputs -no_clocks]
set_input_delay [expr $clk_period * $clk_io_pct] -clock clk0 $non_clock_inputs
set_output_delay [expr $clk_period * $clk_io_pct] -clock clk0 [all_outputs]
```
**/design/flow/config.mk**
```make
export PLATFORM = sky130hd
export DESIGN_NAME = AUDIO_IF
export DESIGN_NICKNAME = AUDIO_IF
export VERILOG_FILES = /design/flow/design.v
export SDC_FILE = /design/flow/constraint.sdc
export NUM_CORES = 4
export LEC_CHECK = 1
export CORE_UTILIZATION = 30
```
**/design/flow/design.v**
```verilog
module AUDIO_IF(
	reset_n,
	sclk,
	lrclk,
	i2s,
	clk
);
output						sclk;
output 						lrclk;
input 						reset_n;
output	[3:0]				i2s;
input 						clk;
parameter	DATA_WIDTH					=	16;
parameter	SIN_SAMPLE_DATA			=	48;
reg    				      lrclk;
reg 	[5:0]					sclk_Count;
reg   [5:0]				   Simple_count;
reg 	[15:0]				Data_Bit;
reg 	[6:0]					Data_Count;
reg	[5:0]				   SIN_Cont;
reg	[3:0]					i2s;
assign sclk = clk;
always@(negedge  sclk or negedge reset_n)
begin
	if(!reset_n)
	begin
	  lrclk<=0;
	  sclk_Count<=0;
	end
	else if(sclk_Count>=DATA_WIDTH-1)
	begin
	  sclk_Count <= 0;
	  lrclk <= ~lrclk;
	end
	else
     sclk_Count <= sclk_Count + 1;
end
always@(negedge sclk or negedge reset_n)
begin
  if(!reset_n)
  begin
    Data_Count <= 0;
  end
  else
  begin
    if(Data_Count >= DATA_WIDTH-1)
	 begin
      Data_Count <= 0;
    end
	 else
	 Data_Count <= Data_Count +1;
  end
end
always@(negedge sclk or negedge reset_n)
begin
  if(!reset_n)
  begin
    i2s <= 0;
  end
  else
  begin
    i2s[0] <= Data_Bit[~Data_Count];
	 i2s[1] <= Data_Bit[~Data_Count];
	 i2s[2] <= Data_Bit[~Data_Count];
	 i2s[3] <= Data_Bit[~Data_Count];
  end
end
always@(negedge lrclk or negedge reset_n)
begin
	if(!reset_n)
	  SIN_Cont	<=	0;
	else
	begin
		if(SIN_Cont < SIN_SAMPLE_DATA-1 )
		SIN_Cont	<=	SIN_Cont+1;
		else
		SIN_Cont	<=	0;
	end
end
always@(SIN_Cont)
begin
	case(SIN_Cont)
    0  :   Data_Bit      <=      0       ;
    1  :   Data_Bit      <=      4276    ;
    2  :   Data_Bit      <=      8480    ;
    3  :   Data_Bit      <=      12539   ;
    4  :   Data_Bit      <=      16383   ;
    5  :   Data_Bit      <=      19947   ;
    6  :   Data_Bit      <=      23169   ;
    7  :   Data_Bit      <=      25995   ;
    8  :   Data_Bit      <=      28377   ;
    9  :   Data_Bit      <=      30272   ;
    10  :  Data_Bit      <=      31650   ;
    11  :  Data_Bit      <=      32486   ;
    12  :  Data_Bit      <=      32767   ;
    13  :  Data_Bit      <=      32486   ;
    14  :  Data_Bit      <=      31650   ;
    15  :  Data_Bit      <=      30272   ;
    16  :  Data_Bit      <=      28377   ;
    17  :  Data_Bit      <=      25995   ;
    18  :  Data_Bit      <=      23169   ;
    19  :  Data_Bit      <=      19947   ;
    20  :  Data_Bit      <=      16383   ;
    21  :  Data_Bit      <=      12539   ;
    22  :  Data_Bit      <=      8480    ;
    23  :  Data_Bit      <=      4276    ;
    24  :  Data_Bit      <=      0       ;
    25  :  Data_Bit      <=      61259   ;
    26  :  Data_Bit      <=      57056   ;
    27  :  Data_Bit      <=      52997   ;
    28  :  Data_Bit      <=      49153   ;
    29  :  Data_Bit      <=      45589   ;
    30  :  Data_Bit      <=      42366   ;
    31  :  Data_Bit      <=      39540   ;
    32  :  Data_Bit      <=      37159   ;
    33  :  Data_Bit      <=      35263   ;
    34  :  Data_Bit      <=      33885   ;
    35  :  Data_Bit      <=      33049   ;
    36  :  Data_Bit      <=      32768   ;
    37  :  Data_Bit      <=      33049   ;
    38  :  Data_Bit      <=      33885   ;
    39  :  Data_Bit      <=      35263   ;
    40  :  Data_Bit      <=      37159   ;
    41  :  Data_Bit      <=      39540   ;
    42  :  Data_Bit      <=      42366   ;
    43  :  Data_Bit      <=      45589   ;
    44  :  Data_Bit      <=      49152   ;
    45  :  Data_Bit      <=      52997   ;
    46  :  Data_Bit      <=      57056   ;
    47  :  Data_Bit      <=      61259   ;
	default	:
	    Data_Bit		<=		0		;
	endcase
end
endmodule
```
==> run summary <==
Flow results follow.

Summing over the stages, the warning tally comes to 35. The number of antenna violations at the first check in global routing is 0. The CTS tree is built. The number of maximum-capacitance constraint violations is 0.

The pin count of the biggest net entering global routing is ~60. The final reports fail on setup timing. The critical path starts at i2s[0]. The cell depth of the worst min-delay path is 1. The area growth from synthesis to final layout is 4.38%.

The critical path is of the flip-flop to output pin type. The tally of yosys warning messages is 1. The routed length per instance is 14.8 µm. The arrival time at the worst endpoint is 2.52 ns. The highest ir drop seen on vdd is ~450 µV.

The wire length of the first global-routing pass is 8900 µm. The number of I/O pins is 8. The actual transition at the worst max-transition pin is 0.754 ns. The number of iterations in the first detailed-routing pass is 4. For this block, the initial DRC count from the detailed router was ~220. The chip area line in the Yosys stat output reads between 0.002 and 0.0025 mm².

The synthesized netlist cell count is about 260. The floorplan core area is about 0.0072 mm². The endpoint identified for the worst register-to-register timing path is i2s[0]. The number of global-route vias before repair came to 1,779. The tightest slew margin relative to the limit is 49.7%. The most common logic cell in the routed design is dfrtn_1. For flop-to-flop paths, the worst setup slack is between 1 and 1.5 ns. STA lists the startpoint of the worst register-to-register path as Data_Count[0]. The number of synthesized flops with an enable pin is 0.

The last timing report of the flow puts the setup violation total at 3. Per the placement log, port buffering inserted 7 buffers. The vertical die dimension reported for this design is 88.2 µm. The number of inserted diodes is 0. The main area contributors are dfrtn_1 (24%), ha_1 (6.2%), buf_6 (3.5%). The highest fanout seen on the critical path is 3. On the final layout, the worst hold slack is 0.387 ns. The leakage component of the power was reported as about 0.84 nW. In the layout the commonest cells are dfrtn_1 (21), nor2_1 (19), nand2_1 (16).

The area of combinational cells with multiple inputs is 0.00148 mm². The per-instance average area after synthesis is roughly 8.6 µm². The number of routed nets with antenna violations is 0. The via-per-instance ratio is between 5 and 6. The power density relative to cell area is 252 mW/mm². The prevailing post-synth register cell is dfrtn_1. The floorplan step records an initial core utilization of about 31%. Measured in cells, the most critical reg-to-reg path has a length of 5.

The run finished, with violations left. The die area is between 0.007 and 0.008 mm². For reference, the final report shows the max-slew violation count at 0. The worst clock skew is 0.00102 ns. The cell count listed in synth_stat.txt is 258. Setup repair after global routing could not meet its margin everywhere. The path class of the tightest hold or removal check is flip-flop to flip-flop. The number of synthesized register bits is 21. The kind of capture point of the worst setup path is an output pin. The worst min-delay path startpoint is sclk_Count[0]. The final worst-path setup slack is -0.0395 ns. The total power draw is ~0.00059 W.

6 endpoints have no timing constraint. The placement summary gives the final routability congestion estimate as slightly above 0.9. The ratio of cells with drive above 1 in the final layout is between 10% and 20%.

The final route contains around 1,900 vias. Counting flops with an async set or reset pin after synthesis yields a share of roughly 100%. The count of different cell masters after synthesis is 71. Detailed placement ended at an HPWL of around 3600 µm.

The post-placement worst setup slack is approximately 0.033 ns. For reference, the placement row count at floorplan is 31. The clock transition at the register clock pins on the worst setup and hold paths after CTS is 0.04 ns.

The placed instances occupy a cell area of 0.00225 mm². STA classifies the critical path startpoint as a flip-flop. Hold-check failures listed in the final report amount to 0. The total routed wirelength is around 5200 µm.

The synthesized netlist occupies a cell area of 0.00223 mm². Summing all flip-flop and latch instances after layout gives about 530 µm². The x dimension of the die is approximately 90 µm. The OpenROAD report gives the critical path a required time of between 2 and 2.5 ns. Overall routing resource usage recorded by global route was between 10 and 15%. The endpoint of the worst hold path is sclk_Count[0]. The timer found 6 register pins that no clock reaches; their paths are not timed. The routed layout reports a DRC error count of 0. The remaining global-route overflow is 0. The biggest area consumer among synthesized cells is dfrtn_1. The sequential-to-total area share from yosys stat is between 20% and 30%. The number of fill cells is just under 800. After synthesis, the largest area contributor takes up a little under a quarter of total cell area. The final design instance area without fill is about 0.0023 mm².

Clock latency on the worst-skew pair, taken at its later pin, is around 0.38 ns.
==> worst max-delay path: stages (launching register included) <==
cell	delay, ns
dfrtn_1	0.41
buf_6	0.10
buf_2	0.08
==> cell families (layout without fill, tap and decap cells) <==
| kind of cell | after synthesis | after routing | synth area share (%) |
|---|---|---|---|
| AND-OR/OR-AND | 92 | 92 | 31.2 |
| flip-flops | 21 | 21 | 23.6 |
| XOR/XNOR | 7 | 7 | 2.75 |
| AND/OR/NAND/NOR | 86 | 86 | 21.9 |
| buffers and inverters | 34 | 25 | 10.8 |
| adder cells (fa/ha/maj) | 11 | 11 | 6.18 |
| multiplexers | 6 | 6 | 3.43 |
| other | 1 | 5 | 0.168 |
==> layer usage <==
layer,global-route usage (%),share of wire (%),vias to the layer above
li1,-,-,956
met1,23.7,47,889
met2,20.6,45,68
met3,2.00,5.6,15
met4,4.69,2.7,0
met5,0,0,-
==> timing repair <==
item / CTS / global route
endpoints found under the setup margin: 5 / 4
hold buffers: 0 / 0
buffers inserted: 1 / 0
endpoints found under the hold margin: 0 / 0
resized: 16 / 0
==> worst max-delay path by stage <==
| stage | to | slack (ns) | cells past startpoint |
|---|---|---|---|
| after CTS | i2s[2] | -0.05 | 2 |
| after global routing | i2s[0] | -0.09 | 2 |
| final | i2s[3] | -0.04 | 2 |
==> registers in the layout, summed over array words and instances (netlist names) <==
name / cells
Data_Count: 7
SIN_Cont: 6
i2s: 1
lrclk: 1
sclk_Count: 6
==> layout make-up <==
| class | count | share of cell area (%) |
|---|---|---|
| flip-flops and latches | 21 | 22.6 |
| well taps | 99 | 5.33 |
| multi-input cells | 207 | 63.5 |
| repair buffers | 11 | 3.28 |
| inverters | 6 | 1.18 |
| clock buffers | 8 | 4.14 |
==> where the power goes <==
| part | switching [W] | leakage [nW] | internal [W] |
|---|---|---|---|
| sequential | 0.00000936 | 0.274 | 0.000249 |
| clock | 0.0000809 | 0.0482 | 0.000194 |
| combinational | 0.0000255 | 0.520 | 0.0000263 |
==> synth_stat cells, types with 3 or more instances <==
master	n
o21ai_1	4
buf_6	7
a31oi_1	7
a21oi_1	15
ha_1	11
a311oi_1	5
a2111oi_0	3
xor2_1	3
a311o_1	3
nand3b_1	4
dfrtn_1	21
nand2b_1	11
xnor2_1	4
o31ai_1	3
buf_2	8
inv_1	5
o221ai_1	3
nor2b_1	3
nand2_1	16
and2b_1	3
buf_4	9
nor2_1	19
a211oi_1	5
o21ai_0	14
nor3_1	6
and2_1	5
nand3_1	4
o211ai_1	3
a221oi_1	4
==> through the flow <==
step / TNS [ns] / utilization [%] / cells
after floorplan: 0 / - / 262
after global placement: 0 / 31.2 / 344
after detailed placement: 0 / 31.2 / 344
after CTS: -0.132 / 32.2 / 352
after global routing: -0.281 / 32.2 / 352
final: -0.111 / 32.2 / 352
No activity file was given, so power comes from the tool's default toggle rates.
